[run.sh]
#!/bin/bash
# OpenROAD 26Q1-2900-gdf79404cd8, Yosys 0.63+post, stock flow scripts
make -C /OpenROAD-flow-scripts/flow DESIGN_CONFIG=/design/flow/config.mk WORK_HOME=/design/flow/orfs finish
[config.mk]
export PLATFORM = sky130hd
export DESIGN_NAME = Down_counter
export DESIGN_NICKNAME = Down_counter
export VERILOG_FILES = /design/flow/design.v
export SDC_FILE = /design/flow/constraint.sdc
export NUM_CORES = 4
export LEC_CHECK = 1
export CORE_AREA = 10 10 70 70
export DIE_AREA = 0 0 80 80
[constraint.sdc]
current_design Down_counter

set clk_period 2.0
set clk_io_pct 0.2

create_clock -name clk0 -period $clk_period [get_ports {clk}]

set non_clock_inputs [all_inputs -no_clocks]
set_input_delay [expr $clk_period * $clk_io_pct] -clock clk0 $non_clock_inputs
set_output_delay [expr $clk_period * $clk_io_pct] -clock clk0 [all_outputs]
[design.v]
module Down_counter(clk,reset_n,load_en,data_in,q_out);
input [2:0] data_in;
input clk,reset_n,load_en;
output reg [2:0] q_out;
always @(posedge clk or negedge reset_n) begin
	if(~reset_n) q_out<=3'b000;
	else if(load_en) q_out<=data_in;
	else q_out=q_out-1;
end
endmodule
==> impl_metrics.json <==
{
  "status": "finished, final reports clean",
  "synth_cells": 12,
  "ys_area_um2": 136.4,
  "synth_top_area_share_pct": 55.05,
  "vdd_ir_drop_max_uv": 120.3,
  "clock-sinks": 3,
  "wl_um": 446,
  "ff2ff_setup_slack_ps": 1010,
  "ant_nets": 0,
  "worstSetupPathType": "flip-flop to output pin",
  "lay_top_cells": "clkdlybuf4s50_1 (8), clkbuf_4 (3), dfrtp_1 (3)",
  "reg2regPathDepth": 4,
  "worstPathCellList": "clkdlybuf4s50_1",
  "drc": 0,
  "yosys.area.top_type": "dfrtp_1",
  "fmax_mhz": 686.8,
  "placed_cell_area_um2": 274.0,
  "rsz0062_at_grt": "no",
  "grt.total_usage_pct": 1.599,
  "syn-cell-area_um2": 136.4,
  "grt-ovfl-total": 0,
  "cts-resized-gates": 0,
  "cts_tree": "yes",
  "wl_per_cell_um": 6.282,
  "ys_seq_share_pct": 55.05,
  "arrival_ps": 1060,
  "r2r-end": "q_out[2]",
  "slew_headroom_pct": 88.01,
  "path_clk_slew_ps": 40,
  "num_vias": 122,
  "critPathCaptureType": "output pin",
  "synth_stat.cells": 12,
  "viasPerCell": 1.718,
  "final.min_clock_period_ps": 1456,
  "routabilityCongestion": 0.6215,
  "hold_violations": 0,
  "drtIter0Drc": 11,
  "cts_root_buffer": "clkbuf_4",
  "skew_ps": 0.7742,
  "hold_class": "input port to async pin",
  "cap_violations": 0,
  "regMostFlops": "q_out",
  "top_cells_by_area": "dfrtp_1 (55%), mux2_4 (11%), ha_1 (9.2%)",
  "ys_ff": 3,
  "post-cts-setup-buffers": 0,
  "fin_area_um2": 302.8,
  "max-clock-path-buffers": 2,
  "antenna_found_initial": 0,
  "drv_slew": 0,
  "cts_inserted_buffers": 3,
  "required_ps": 1600,
  "layout-drive-gt1-share_pct": 16.67,
  "timing.rr.start": "q_out[0]",
  "largest_reg_flops": 3,
  "worst-path-max-fanout": 2,
  "io_buffers": 8,
  "grt_pass1_wl_um": 703,
  "worstMarginPinSlew_ps": 179.3,
  "yosysUniqueCellTypes": 7,
  "io_pins": 9,
  "largestRegisters": "q_out: 3 flops",
  "grt_pass1_vias": 152,
  "syn_avg_cell_area_um2": 11.37,
  "fp.dieH_um": 80,
  "dieArea_um2": 6400,
  "fin_setup_tns_ps": 0,
  "core_area_um2": 3416,
  "cp_slowest_cell": "clkdlybuf4s50_1",
  "fp-utilization_pct": 3.993,
  "critical_path_buf_inv_count": 1,
  "powerDensity_nw_per_um2": 751.5,
  "crit_path_start_kind": "flip-flop",
  "warning_count": 25,
  "area_growth_pct": 122.0,
  "die_w_um": 80,
  "crit_family": "buffers and inverters",
  "hold_buffers": 0,
  "p_leak_nw": 0.1165,
  "clk_latency_ps": 230,
  "cpPeakStageDelay_ps": 470,
  "fp-row-count": 21,
  "yosysWarnings": 1,
  "lay_top_count": "clkdlybuf4s50_1",
  "grt_max_degree": 6,
  "firstDrtPassIters": 3,
  "finalSetupViolCount": 0,
  "ctsHtreeMaxLevel": 1,
  "timing.final.crit_share_pct": 72.81
}
-- report_power, final --
part           total [mW]  internal [mW]  switching, mW
clock network       0.106         0.0748         0.0315
registers          0.0743         0.0696        0.00465
logic              0.0471         0.0334         0.0137
total               0.228          0.178         0.0498
-- cells by family after synthesis --
family / Yosys count / synth area share (%)
adder cells (fa/ha/maj): 1 / 9.173
buffers and inverters: 2 / 5.507
multiplexers: 1 / 11.01
flip-flops: 3 / 55.04
AND/OR/NAND/NOR: 2 / 5.507
XOR/XNOR: 1 / 6.423
AND-OR/OR-AND: 2 / 7.340
-- per-stage QoR --
| step | hold WS [ps] | setup WS, ps | power [mW] | util, % | instances |
|---|---|---|---|---|---|
| finish | 351.2 | 543.9 | 0.2276 | 8.864 | 71 |
| global route | 357.5 | 483.5 | 0.2437 | 8.791 | 70 |
| CTS | 343.3 | 523.2 | 0.2356 | 8.791 | 70 |
| detailed placement | 593.1 | 593.1 | 0.1231 | 8.022 | 66 |
| global placement | 590.2 | 599.4 | 0.1222 | 8.022 | 66 |
| floorplan | 104.4 | 1141 | 0.08933 | - | 12 |
-- synth_stat cells --
library cell and number:
inv_1 2, dfrtp_1 3, nand2_1 2, ha_1 1
o21ai_0 2, mux2_4 1, xnor2_1 1
-- how the worst max path moves through the flow --
stage	from	to	slack, ps	depth (start not counted)
4_1_cts	q_out[2]	q_out[2]	520	1
5_1_grt	q_out[2]	q_out[2]	480	1
6_report	q_out[2]	q_out[2]	540	1
-- area by class of cell --
class,instances,area (um2)
inverters,2,7.507
fillers,403,3113
flip-flops and latches,3,75.07
clock buffers,4,26.28
diodes,1,2.502
well taps,46,57.56
multi-input cells,7,53.80
repair buffers,8,80.08
-- per-layer routing --
layer,share of wire (%),global-route usage (%)
met2,40,1.685
met4,1.6,0.7042
met1,29,1.466
met5,0,0
met3,29,2.500
Power and IR drop assume default switching activity.
