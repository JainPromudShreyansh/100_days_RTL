==> /design/flow/design.v <==
module up_down(clk,rst,data_in,load_en,up_down,q_out);
input clk,rst,load_en,up_down;
input [2:0] data_in;
output reg [2:0] q_out;
always @(posedge clk or negedge rst) begin 
	if(~rst) q_out<=3'b000;
	else if(load_en) q_out<=data_in;
	else 
		if(up_down) q_out=q_out+1;
		else q_out=q_out-1;
end
endmodule
==> /design/flow/run.sh <==
#!/bin/bash
# OpenROAD 26Q1-2900-gdf79404cd8, Yosys 0.63+post, stock flow scripts
make -C /OpenROAD-flow-scripts/flow DESIGN_CONFIG=/design/flow/config.mk WORK_HOME=/design/flow/orfs finish
==> /design/flow/config.mk <==
export PLATFORM = sky130hd
export DESIGN_NAME = up_down
export DESIGN_NICKNAME = up_down
export VERILOG_FILES = /design/flow/design.v
export SDC_FILE = /design/flow/constraint.sdc
export NUM_CORES = 4
export LEC_CHECK = 1
export CORE_AREA = 10 10 70 70
export DIE_AREA = 0 0 80 80
==> /design/flow/constraint.sdc <==
current_design up_down

set clk_period 1.7
set clk_io_pct 0.2

create_clock -name clk0 -period $clk_period [get_ports {clk}]

set non_clock_inputs [all_inputs -no_clocks]
set_input_delay [expr $clk_period * $clk_io_pct] -clock clk0 $non_clock_inputs
set_output_delay [expr $clk_period * $clk_io_pct] -clock clk0 [all_outputs]
==> metrics.cfg <==
[status]
status=finished, final reports clean

[critical_path]
setup.worst_path.start_class=input pin
worstPathArrival_ps=1750
cp_cell_sequence=clkdlybuf4s50_1 -> inv_1 -> fa_1 -> xnor3_1 -> mux2_2
reg2regPathDepth=3
timing.critical_path.max_delay_family=buffers and inverters
timing.critical_path.slowest_cell_delay_ps=480
timing.critical_path.buf_inv=2
timing_worst_setup_path_type=input pin to flop
worstSetupPathDepth=5
timing.critical_path.to_type=flop
worst_r2r_endpoint=q_out[2]
setup.reg_to_reg.worst_slack_ps=340
critical_path_peak_fanout=2
critPathRequiredTime_ps=1820
crit_slowest_cell=clkdlybuf4s50_1
regToRegStartpoint=q_out[0]

[final_timing]
finalHoldViolations=0
clock_skew_ps=4.056
final.period_utilization=0.9589
timing.final.crit_period_ps=1630
relSlewSlack=0.8723
max_clock_freq_mhz=613.4
report.final.slew_viol_count=0
worst_pin_slew_ps=191.0
timing.final.ws_setup_ps=69.86
grt_setup_unrepaired=no
setup_viol=0

[finish]
fill_cells=402
register_area_um2=75.07
layout.core_utilization=0.09707
largest_reg_flops=3
logic_area_um2=75.07
syn_to_layout_area_delta_pct=110.3
biggestRegsByFlops=q_out: 3 flops
drive_above_1_share=0.2174
lay_top_cells=clkdlybuf4s50_1 (9), clkbuf_4 (3), dfrtp_1 (3), inv_1 (2), mux2_2 (2)
post_layout_nonfiller_instances=69
layout_top_cell=clkdlybuf4s50_1
final_area_um2=331.6
register_ranked_first_by_flip_flop_count=q_out

[global_routing]
first_global_vias=159
pin_count_of_the_biggest_net_entering_global_routing=4
grt.total_usage=0.01811
overflow=0
first_pass_grt_wire_length_um=841
antenna_violations_before_repair=0

[detailed_routing]
route.detailed.drc=0
post_route_met1_wirelength_um=315
met3_routed_length_um=115
route.detailed.wl_per_inst_um=7.304
top_signal_layer_used=met3
drt-vias-per-instance=1.652
number_of_violations_reported_at_the_end_of_detailed_routing_iteration_0=4
detailroute.via_count=114
first_pass_iteration_count_of_the_detailed_router=2
route.met2.wl_um=72
diodes=0
antenna_violating_nets_post_route=0
routed_wl_um=504

[clock_tree]
clock_root_buffer=clkbuf_4
hold_buffer_count_at_cts=0
htree_levels=1
post_cts_sizing_count=0
worst_skew_pair.late_latency_ps=240
cts_tree=built
clk_pin_slew_worst_paths_ps=40
post-cts-setup-buffers=0
ctsLongestPathBuffers=2
clkSinkCount=3
cts_made_buffers=3

[logic_synthesis]
ys.warnings.count=1
synth_area_per_cell_um2=15.77
netlist.top_cell.by_area=dfrtp_1
yosys.stat.seqShare=0.4762
synth.cell_area_um2=157.7
yosysTopAreaCellShare=0.4762
number_of_cell_instances_after_yosys_synthesis=10
synth.top_cells.by_area=dfrtp_1 (48%), mux2_2 (14%), xnor3_1 (14%), fa_1 (13%), mux2i_1 (6.3%)
synth.lib_cells_used.distinct=6
postSynthRegisterBits=3
syn-instance-count=10
synth_chip_area_um2=157.7

[floorplanning]
coreArea_um2=3416
rows=21
die_w_um=80
boundaryPins=10
chipHeight_um=80
die_area_um2=6400
initCoreUtil=0.04615

[power_and_ir_drop]
power_density_nw_per_um2=982.0
post-layout-total-power_w=0.0003256
ir_worst_vdd_v=0.0001886
total_leakage_power_nw=0.1325

[place]
globalplace.congestion=0.6655
io_buffer_count=9
placed_cells=65
dpl_worst_slack_ps=-175.2
post_dp_cell_area_um2=305.3

[job]
tally_of_openroad_warnings=25
drv_cap=0

[hold_path]
hp-class=input pin to asynchronous set/reset pin

==> synthesized netlist by cell type (all sizes together) <==
cell   instances
inv            2
xnor3          1
mux2i          1
mux2           2
fa             1
dfrtp          3
==> per-layer routing <==
layer  GRT usage  vias up
li1            -       58
met4    0.005282        0
met5           0        -
met2     0.01043       12
met1     0.02744       44
met3     0.02386        0
==> power by group <==
group	internal (W)	leakage, nW	total, W	switching, W
Combinational	0.0000754	0.0825	0.0000975	0.0000221
Clock	0.0000881	0.0150	0.000127	0.0000386
Sequential	0.0000887	0.0350	0.000101	0.0000127
==> cells by family after synthesis <==
logic type / after synthesis / synth area share
muxes: 3 / 0.2063
adders and majority gates: 1 / 0.1270
buffers and inverters: 2 / 0.04764
DFF: 3 / 0.4762
xor gates and xnor gates: 1 / 0.1428
==> worst max-delay path by stage <==
stage                    from        to
after global routing  up_down  q_out[2]
final                 up_down  q_out[2]
after CTS             up_down  q_out[2]
==> final cells by class <==
cell class              count  share of cell area
inverters                   2             0.02264
clock buffers               4             0.07925
multi-input cells           5              0.2264
well taps                  46              0.1736
repair buffers              9              0.2717
flip-flops and latches      3              0.2264
==> per-stage QoR <==
step	TNS [ps]	hold WS (ps)
global placement	-206.0	504.7
floorplan	0	44.41
detailed placement	-212.6	512.9
global route	0	301.1
CTS	0	292.6
finish	0	300.0
No activity file was given, so power comes from the tool's default toggle rates.
